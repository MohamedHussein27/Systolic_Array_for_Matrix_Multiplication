===== design.v =====
module systolic_array #(
    parameter DATAWIDTH = 16,
    parameter N_SIZE = 5
) (
    input clk, rst_n,
    input valid_in,
    input signed [DATAWIDTH-1:0] matrix_a_in [0:N_SIZE-1],
    input signed [DATAWIDTH-1:0] matrix_b_in [0:N_SIZE-1],
    output reg valid_out,
    output reg [DATAWIDTH*2-1:0] matrix_out [0:N_SIZE-1]  
);
    reg [DATAWIDTH-1:0] matrix_a_pipe [0:N_SIZE-1][0:N_SIZE-1];  
    reg [DATAWIDTH-1:0] matrix_b_pipe [0:N_SIZE-1][0:N_SIZE-1];  
    reg [DATAWIDTH*2-1:0] accumulator [0:N_SIZE-1][0:N_SIZE-1];  
    reg [DATAWIDTH-1:0] temp_a [0:N_SIZE-1];  
    reg [DATAWIDTH-1:0] temp_b [0:N_SIZE-1];  
    reg [N_SIZE*2-1:0] clock_cycle;  
    reg [N_SIZE*2-1:0] delayed_clock;  
    integer i, j, k, q;
    always @(posedge clk or negedge rst_n) begin
        if (!rst_n) begin
            k <= 0;  
            q <= 0;  
            clock_cycle <= 0;  
            for (i = 0; i < N_SIZE; i = i + 1) begin  
                for (j = 0; j < N_SIZE; j = j + 1) begin
                    matrix_a_pipe[i][j] <= 0;  
                    matrix_b_pipe[i][j] <= 0;  
                    accumulator[i][j] <= 0;  
                end
            end
        end 
        else if (valid_in || k < N_SIZE*2) begin
            if (clock_cycle < N_SIZE) begin
                for (q = 0; q < N_SIZE; q = q + 1) begin
                    matrix_a_pipe[q][0] <= matrix_a_in[q];  
                end
                for (q = 0; q < N_SIZE; q = q + 1) begin
                    matrix_b_pipe[0][q] <= matrix_b_in[q];  
                end
                temp_a[k] <= matrix_a_in[0];  
                temp_b[k] <= matrix_b_in[0];  
                accumulator[0][0] <= accumulator[0][0] + (matrix_a_in[0] * matrix_b_in[0]);  
            end
            if (k > 0) begin
                for (q = 1; q < N_SIZE; q = q + 1) begin  
                    matrix_a_pipe[q][k] <= matrix_a_pipe[q][k-1];  
                end  
                for (q = 1; q < N_SIZE; q = q + 1) begin
                    matrix_b_pipe[k][q] <= matrix_b_pipe[k-1][q];  
                end
            end
            if (k > 1 && N_SIZE > 1) begin  
                for (q = 1; q < N_SIZE; q = q + 1) begin  
                    matrix_a_pipe[q][k-1] <= matrix_a_pipe[q][k-2];  
                end  
                for (q = 1; q < N_SIZE; q = q + 1) begin
                    matrix_b_pipe[k-1][q] <= matrix_b_pipe[k-2][q];  
                end
            end
            if (k > 2 && N_SIZE > 2) begin
                for (q = 1; q < N_SIZE; q = q + 1) begin 
                    matrix_a_pipe[q][k-2] <= matrix_a_pipe[q][k-3]; 
                end 
                for (q = 1; q < N_SIZE; q = q + 1) begin
                    matrix_b_pipe[k-2][q] <= matrix_b_pipe[k-3][q];  
                end
            end
            if (k > 3 && N_SIZE > 3) begin
                for (q = 1; q < N_SIZE; q = q + 1) begin
                    matrix_a_pipe[q][k-3] <= matrix_a_pipe[q][k-4];
                end
                for (q = 1; q < N_SIZE; q = q + 1) begin
                    matrix_b_pipe[k-3][q] <= matrix_b_pipe[k-4][q];
                end
            end
            if (clock_cycle > 1 && (clock_cycle < N_SIZE + 2) && N_SIZE > 1) begin
                accumulator[0][1] <= accumulator[0][1] + (temp_a[k-2] * matrix_b_pipe[1][1]);  
                accumulator[1][0] <= accumulator[1][0] + (temp_b[k-2] * matrix_a_pipe[1][1]);  
                accumulator[1][1] <= accumulator[1][1] + (matrix_a_pipe[1][1] * matrix_b_pipe[1][1]);  
            end
            if (clock_cycle > 2 && (clock_cycle < N_SIZE + 3) && N_SIZE > 2) begin  
                accumulator[0][2] <= accumulator[0][2] + (temp_a[k-3] * matrix_b_pipe[2][2]);  
                accumulator[1][2] <= accumulator[1][2] + (matrix_a_pipe[1][2] * matrix_b_pipe[2][2]);  
                accumulator[2][0] <= accumulator[2][0] + (temp_b[k-3] * matrix_a_pipe[2][2]);  
                accumulator[2][1] <= accumulator[2][1] + (matrix_b_pipe[2][1] * matrix_a_pipe[2][2]);  
                accumulator[2][2] <= accumulator[2][2] + (matrix_a_pipe[2][2] * matrix_b_pipe[2][2]);  
            end
            if (clock_cycle > 3 && (clock_cycle < N_SIZE + 4) && N_SIZE > 3) begin  
                accumulator[0][3] <= accumulator[0][3] + (temp_a[k-4] * matrix_b_pipe[3][3]);
                accumulator[1][3] <= accumulator[1][3] + (matrix_a_pipe[1][3] * matrix_b_pipe[3][3]);
                accumulator[2][3] <= accumulator[2][3] + (matrix_a_pipe[2][3] * matrix_b_pipe[3][3]);
                accumulator[3][0] <= accumulator[3][0] + (temp_b[k-4] * matrix_a_pipe[3][3]);
                accumulator[3][1] <= accumulator[3][1] + (matrix_b_pipe[3][1] * matrix_a_pipe[3][3]);
                accumulator[3][2] <= accumulator[3][2] + (matrix_b_pipe[3][2] * matrix_a_pipe[3][3]);
                accumulator[3][3] <= accumulator[3][3] + (matrix_a_pipe[3][3] * matrix_b_pipe[3][3]);
            end
            k <= k + 1;  
            clock_cycle <= clock_cycle + 1;  
            delayed_clock <= clock_cycle;  
        end
        else
            delayed_clock <= clock_cycle;  
    end
    always @(*) begin
        if (!rst_n) begin
            valid_out = 0;
            for (i = 0; i < N_SIZE; i = i + 1) begin
                matrix_out[i] = 0;  
            end
        end
        else if (clock_cycle == 3  && N_SIZE < 3) begin  
            for (i = 0; i < N_SIZE; i = i + 1) begin
                matrix_out[i] = accumulator[0][i];  
            end
            if (N_SIZE == 2) matrix_out[1] = accumulator[0][1] + (temp_a[1] * matrix_b_pipe[1][1]);  
            valid_out = 1;  
        end
        else if ((delayed_clock == 4 && N_SIZE < 4) || (N_SIZE == 2 && clock_cycle == 4)) begin  
            for (i = 0; i < N_SIZE; i = i + 1) begin
                if (N_SIZE < 3)
                    matrix_out[i] = accumulator[1][i];  
                else
                    matrix_out[i] = accumulator[0][i];  
            end
            if (N_SIZE == 3) matrix_out[2] = accumulator[0][2] + (temp_a[2] * matrix_b_pipe[2][2]);  
            valid_out = 1;  
        end
        else if (delayed_clock == 5 && N_SIZE < 5) begin  
            for (i = 0; i < N_SIZE; i = i + 1) begin
                if (N_SIZE < 4)
                    matrix_out[i] = accumulator[1][i];  
                else
                    matrix_out[i] = accumulator[0][i];  
            end
            if (N_SIZE == 4) matrix_out[3] = accumulator[0][3] + (temp_a[3] * matrix_b_pipe[3][3]);  
            valid_out = 1;  
        end
        else if (delayed_clock == 6 && N_SIZE < 6) begin  
            for (i = 0; i < N_SIZE; i = i + 1) begin
                if (N_SIZE < 4)
                    matrix_out[i] = accumulator[2][i];  
                else 
                    matrix_out[i] = accumulator[1][i];
            end
            valid_out = 1;  
        end
        else if (delayed_clock == 7 && N_SIZE < 7) begin 
            for (i = 0; i < N_SIZE; i = i + 1) begin
                matrix_out[i] = accumulator[2][i];  
            end
            valid_out = 1;  
        end
        else if (delayed_clock == 8 && N_SIZE < 8) begin  
            for (i = 0; i < N_SIZE; i = i + 1) begin
                matrix_out[i] = accumulator[3][i];  
            end
        end
        else begin
            valid_out = 0;
            for (i = 0; i < N_SIZE; i = i + 1) begin
                matrix_out[i] = 0;  
            end
        end
    end
endmodule

===== run.sh =====
#!/bin/bash
# OpenROAD 26Q1-2900-gdf79404cd8, Yosys 0.63+post, stock flow scripts
make -C /OpenROAD-flow-scripts/flow DESIGN_CONFIG=/design/flow/config.mk WORK_HOME=/design/flow/orfs finish

===== config.mk =====
export PLATFORM = sky130hd
export DESIGN_NAME = systolic_array
export DESIGN_NICKNAME = systolic_array
export VERILOG_FILES = /design/flow/design.v
export SDC_FILE = /design/flow/constraint.sdc
export NUM_CORES = 4
export LEC_CHECK = 1
export CORE_UTILIZATION = 30
export SYNTH_HDL_FRONTEND = slang

===== constraint.sdc =====
current_design systolic_array

set clk_period 67.1
set clk_io_pct 0.2

create_clock -name clk0 -period $clk_period [get_ports {clk}]

set non_clock_inputs [all_inputs -no_clocks]
set_input_delay [expr $clk_period * $clk_io_pct] -clock clk0 $non_clock_inputs
set_output_delay [expr $clk_period * $clk_io_pct] -clock clk0 [all_outputs]

==> results.txt <==
The synthesis and PnR run went through. The run finished with clean final reports. The via count of the first global-routing pass is 155100. The arrival time of data at the worst endpoint is listed as approximately 15000 ps.

Nets still carrying antenna violations after routing amount to 0. Clock share of power landed at ~16%. Yosys reported that registers with async set or reset make up between 90% and 100%. Clock transition time at the flip-flop clock pins of the worst setup and hold paths landed at approximately 50 ps.

Count of buffering cells on the critical path with inverters included landed at 3. At the later pin of the worst-skew pair, clock insertion delay measures 960 ps. Synthesis inferred around 1000 register bits.

Transition time at the pin with the least slew margin landed at between 1000 and 1500 ps. Gates resized during post-CTS repair numbered 0. Number of buffers inserted by hold repair at cts landed at 0. The H-tree generated during clock tree synthesis spans 4 levels. Per the synthesis report, the number of distinct cell types is between 90 and 100. Final max-slew violation count landed at 0. Total length of routed wires landed at between 600 and 700 mm.

For this run, design rule violations remaining after detail routing come to 0. Per STA, the worst path is made up of buf_8 > buf_4 > nor2b_1 > clkdlybuf4s50_1. Initial antenna violation count landed at around 47.

Area of the core region landed at between 0.6 and 0.7 mm^2. Highest fanout seen on the critical path landed at around 53. The timing report gives the biggest stage delay along the critical path as approximately 560 ps.

Worst IR drop on VDD landed at between 40 and 50 uV. Post-CTS setup-driven buffer insertion count landed at 0. The pre-antenna-repair detailed-routing pass consisted of 10 iterations. The power report puts the leakage power at ~91 nW. The synth_stat.txt file lists the number of cells as about 22000. Per STA, the worst path accumulates the most delay in the family buffers and inverters. The number of register pins that no clock reaches came to 1. Area added between synthesis and finish landed at 8.486%. Final setup violation count landed at 0. Die area landed at 0.6105 mm^2. The net switching power in the latest report is approximately 0.0029 W.

Detailed placer's ending HPWL landed at 462.0 mm. Fraction of final layout cells with drive strength greater than 1 landed at 5.709%. The final layout reports a setup TNS of 0 ps.

Via count normalized by instance count landed at approximately 5.2. Note that the worst hold path type here is reg2reg. TritonRoute output was used to compute an average wire per cell of approximately 22 um.

Via count of the routed design landed at about 150k. Largest buffer count on any clock path landed at 4. Register share of total power landed at between 10% and 20%.

The critical path is of the in2out type. Clock skew landed at approximately 80 ps. Chip area from the yosys synthesis statistics landed at about 0.18 mm^2.

CTS buffer count landed at ~140. OpenROAD reports that the post-layout worst path occupies between 40% and 50% of the period. I/O pin count landed at about 320.

Starting density of the core landed at 30.18%. STA classifies the critical path startpoint as a primary input. The first global-routing pass estimated between 900 and 1000 mm of wire. Count of endpoints without a timing constraint landed at 2.

Headroom to the max-slew limit landed at 31.31%. Count of input and output buffers landed at 243. The warning tally printed by Yosys for this design is between 90 and 100.

Required time of the critical path landed at about 54000 ps. At the end of routability-driven placement, the weighted congestion stood at 0.9573. Peak clock frequency supported by timing landed at between 30 and 40 MHz. On the critical path, the stage with the largest delay is an instance of buf_4. Post-placement cell count landed at 29130. The cell sitting at the root of the clock tree is a clkbuf_16. STA classifies the critical path endpoint as an output pin. Overall routing resource usage recorded by global route was between 20% and 30%. The synthesized netlist occupies a cell area of 0.1822 mm^2. Proportion of total power due to net switching landed at a little under three fifths. Counting flops with a built-in enable in the synthesized netlist gives 90. The number of warnings reported in the stage logs is about 120.

Combinational logic burns approximately 65% of the power. Power density of the placed cells landed at approximately 26 mW/mm^2. For reference, the final report shows the hold violation count at 0. Entering global routing, the biggest net connects about 130 pins.

Die height landed at 781.3 um. Non-filler instance count after layout landed at 29440. Floorplan die width landed at between 700 and 800 um. Synthesis produced a netlist whose cell count is 21950. Global route total overflow landed at 0.

Setup repair after global routing left no endpoint under its margin. The average instance in the mapped netlist occupies around 8.3 um^2. TritonCTS built the clock tree. For this block, the initial DRC count from the detailed router was 11430. Internal power landed at 0.002273 W.

The floorplan has approximately 290 rows. The worst path needs ~29000 ps of the cycle, external delays included. The synthesis report names the predominant flop master as dfrtp_1. Across the run, the number of max-cap violations was 0.
[cell type report]
| cell class | count | area, um^2 |
|---|---|---|
| Antenna cell | 51 | 127.6 |
| Clock inverter | 57 | 666.9 |
| Sequential cell | 997 | 25500 |
| Tap cell | 8036 | 10050 |
| Fill cell | 61430 | 406000 |
| Multi-Input combinational cell | 15460 | 136300 |
| Timing Repair Buffer | 716 | 6213 |
| Clock buffer | 198 | 4088 |
| Inverter | 3924 | 14730 |
[synth_stat cells, types with 80 or more instances]
cell	n	area [um^2]
a22oi_1	197	1479
a32oi_1	96	840.8
edfxtp_1	90	2703
a21o_1	177	1329
a221o_1	411	4114
buf_2	88	440.4
fa_1	2700	54050
mux2i_1	418	4184
xnor2_1	213	1866
a221oi_1	99	867.1
a21oi_1	881	4409
a211oi_1	129	968.4
nand2b_1	80	500.5
o21ai_1	179	895.9
and2_1	1270	7945
nor2_1	887	3329
clkbuf_1	1358	5097
o21ai_0	1303	6521
nor2b_1	214	1339
nand2_1	3424	12850
buf_1	117	439.2
o211ai_1	173	1299
xor2_1	172	1506
nand3_1	124	620.6
mux2_2	361	4065
inv_1	3922	14720
ha_1	1201	15030
dfrtp_1	906	22670
[path summary, 6_finish.rpt]
path,end,from,depth (start not counted),slack [ps]
min in group asynchronous,matrix_a_pipe[283],rst_n,1,12530
max in group asynchronous,k[2],rst_n,7,50250
max reg2reg,accumulator[477],k[0],30,57220
min reg2reg,accumulator[447],accumulator[447],1,470
min,accumulator[447],accumulator[447],1,470
max,matrix_out[70],rst_n,4,38490
[stage by stage]
step / hold WS [ps] / utilization (%) / power, W / worst slack, ps / instance area (um^2)
after floorplan: 423.1 / - / 0.003087 / 39700 / 182300
after CTS: 468.1 / 32.72 / 0.005125 / 38400 / 197500
final: 470.2 / 32.74 / 0.005199 / 38490 / 197700
after global placement: 452.6 / 31.93 / 0.004247 / 38400 / 192800
after detailed placement: 457.1 / 31.93 / 0.004279 / 38400 / 192800
after global routing: 479.7 / 32.73 / 0.005539 / 38290 / 197600
[logic make-up after synthesis]
kind of cell	share of synthesized area [%]
simple gates	15.69
buf+inv	11.51
compound gates	14.21
fa+ha+maj	37.91
flops	13.93
mux	4.898
xor+xnor	1.851
other cells	0.002058
latches	0.008238
[state kept, by name, indices dropped and copies added (netlist names)]
| signal | cells |
|---|---|
| temp_b | 80 |
| valid_out | 1 |
| k | 32 |
| matrix_a_pipe | 240 |
| matrix_b_pipe | 240 |
| delayed_clock | 10 |
| accumulator | 384 |
| clock_cycle | 10 |
[per-layer routing]
metal / vias to the layer above / part of all wire (%) / global-route usage (%)
li1: 68490 / - / -
met1: 74900 / 38 / 27.99
met2: 7844 / 41 / 31.27
met3: 1577 / 15 / 12.53
met4: 34 / 5.7 / 9.573
met5: - / 0.033 / 0.07049
[power groups by stage]
stage / clock network (W) / logic (W) / registers (W)
6_report: 0.000825 / 0.00336 / 0.00101
5_1_grt: 0.000856 / 0.00365 / 0.00103
4_1_cts: 0.000842 / 0.00328 / 0.00100
[placed cells by master, fill, tap and decap left out, types with 90 or more instances in the layout]
cell type        count
o21ai_0           1288
a32oi_1             96
nand2_1           3417
a211oi_1           129
fa_1              2700
a22oi_1            196
a21o_1             177
a221oi_1            99
nor2_1             886
xnor2_1            212
buf_4              455
o211ai_1           173
nor2b_1            212
and2_1            1266
nand3_1            119
clkdlybuf4s50_1    242
inv_1             3922
mux2i_1            418
a221o_1            411
xor2_1             171
edfxtp_1            90
ha_1              1199
clkbuf_16          145
mux2_2             361
dfrtp_1            853
o21ai_1            194
a21oi_1            880
[worst reg2reg max path, delay by kind of cell, from the launching register on]
family          cells  cell delay (ps)
buf+inv             7             1150
xor+xnor            1              200
simple gates        5             1620
compound gates      8             1390
fa+ha+maj           8             3900
mux                 1              610
flops               1              870
Power figures rest on the tool's default switching activity, not on a simulated workload.
